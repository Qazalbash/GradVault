--- ./run.sh ---
#!/bin/bash
# OpenROAD 26Q1-2900-gdf79404cd8, Yosys 0.63+post, stock flow scripts
make -C /OpenROAD-flow-scripts/flow DESIGN_CONFIG=/design/flow/config.mk WORK_HOME=/design/flow/orfs finish
--- ./config.mk ---
export PLATFORM = sky130hd
export DESIGN_NAME = ALU_64_bit
export DESIGN_NICKNAME = ALU_64_bit
export VERILOG_FILES = /design/flow/design.v
export SDC_FILE = /design/flow/constraint.sdc
export NUM_CORES = 4
export LEC_CHECK = 1
export CORE_UTILIZATION = 40
--- ./constraint.sdc ---
current_design ALU_64_bit

set clk_period 26.2
set clk_io_pct 0.2

create_clock -name clk0 -period $clk_period

set non_clock_inputs [all_inputs -no_clocks]
set_input_delay [expr $clk_period * $clk_io_pct] -clock clk0 $non_clock_inputs
set_output_delay [expr $clk_period * $clk_io_pct] -clock clk0 [all_outputs]
--- ./design.v ---
module ALU_64_bit(
    input  [63:0] A,
    input  [63:0] B,
    input  [ 3:0] Operation, 
    output reg [63:0] O, 
    output reg Zero
);
    always@(*)
        begin
            case (Operation)
                4'd0:     O <= A & B; 
                4'd1:     O <= A | B; 
                4'd2:     O <= A + B; 
                4'd6:     O <= A - B; 
                default:  O <=~(A|B);
            endcase
            Zero = (O == 64'b0) ? 1'b1 : 1'b0;
        end
endmodule
==> summary.txt <==
run metrics: DP HPWL=27.4 mm, met2 Track Usage GR=50.8%, Setup crit end kind=primary output, area leader, netlist=ha_1, Via Count=between 9000 and 10000, via/cell ratio=6.18, Worst Hold Path EP=O[2], fmax=0.0557 GHz, FF/Latch Area=0 um^2, fraction of layout instances using a drive strength above 1=3.65%, post-layout min period=between 15000 and 20000 ps, crit path DRT=20960 ps, top cells by count=a21oi_1 (145), nand2_1 (103), nor2_1 (93), CTS resizes=0, initial antenna violation count=0, Non-Filler Instances=1603, measured slew at the worst slew-check pin=about 920 ps, DRT iter0 DRCs=around 820, GP Congestion=0.991, Post-Synthesis Cells=1194, P per Cell Area=approximately 25 mW/mm^2, crit path max-delay cell type=or4_1, CP max stage delay=600 ps, Ys Warns=1, number of distinct library cells after synthesis=83, number of global-route vias before repair=8974, top cells by area=ha_1 (11%), a21oi_1 (9.3%), maj3_1 (7.5%), xnor2_1 (6.1%), o21ai_0 (5.7%), Init Core Util=41.1%, critical-path cell list=clkdlybuf4s50_1 -> or4_1 -> nor2_1 -> nand3b_1 -> or2_1 -> or3_1 -> or3_1 -> nand2_1 -> xor2_1 -> ha_1 -> a21oi_1 -> o21ai_0 -> a211oi_1 -> nand3_1 -> nor4_1 -> nor2_1 -> xnor2_1 -> o21ai_1 -> or3_1 -> a2111oi_0 -> nand4_1 -> nor4_2 -> clkdlybuf4s50_1, hold_sp=A[2], worst IR drop on VDD=10.9 uV, GRT met3 Usage=3.61%, Hold Path Class=in2out, setup TNS=0 ps, # diodes=0, Final Cycle Share=68.5%, Lkg Pwr=3.73 nW, area delta synth->final=27.5%, DR pass1 iterations=5, Fill cells=around 2000, Overflow after GRT=0, outcome=finished, final reports clean, RSZ-0062 raised after global routing=no, # DRC=0, Max-Cap Viols=0, syn_area_per_cell=6.50 um^2, maximum fanout along the worst path=7, Hold Path Stages=3, Final ANT Viol Nets=0, share of Yosys cell area claimed by the top area cell type=10.6%, WL per Instance=21.1 um, clock buffer count=0, logic area=0.00742 mm^2, # setup viols final=0, postcts setup bufs=0, Die Wd=141 um, GR Util met1=51.2%, Critical Path AT=around 13000 ps, YS chip area=0.00776 mm^2, GR peak layer=met1, sequential area share after synthesis=0%, All-Layer GR Usage=33.3%, relative slew slack=37.9%, cell repeated most along the worst path=or3_1, Yosys Instances=1194, cts-stage hold buffer count=0, die height=141 um, Rows=around 50, pin count of the biggest net entering global routing=56, mapped cell area=0.00776 mm^2, critical path type=in2out, Final Slew Violations=0, die area=0.0200 mm^2, Yosys top cell by instances=a21oi_1, CP Launch Type=primary input, number of port buffers=between 150 and 200, first-pass GRT wire length=slightly above 50 mm, Fin. Hold Viols=0, flop count=0, IO Count=197, Tool Warnings=34, DP Cell Count=1603, core area=0.0189 mm^2, final WL=33.8 mm
[metal layers]
layer / vias up / part of all wire [%]
li1: 4848 / -
met1: 4561 / 47
met2: 464 / 43
met3: 30 / 8.2
met4: 0 / 1.7
met5: - / 0
[through the flow]
step                area (um^2)  hold slack, ps  worst slack (ps)  utilization (%)  power, mW
floorplan                  7760           10550             10670                -      0.142
global placement           9900           11570              8640             52.4      0.239
detailed placement         9900           11560              8430             52.4      0.237
CTS                        9900           11570              8430             52.4      0.239
global route               9900           11630              7920             52.4      0.263
finish                     9900           11570              8250             52.4      0.243
[how the worst max path moves through the flow]
stage / start / endpoint / slack, ps
after global routing: B[5] / Zero / 7920
final: B[5] / Zero / 8250
after CTS: B[5] / Zero / 8430
[placed cells by master, fill, tap and decap left out, drive strengths merged, types with 10 or more instances in the layout]
cell / Yosys / routed
xor2: 44 / 44
o21ai: 99 / 99
nor2: 94 / 94
o21a: 15 / 15
nand4: 29 / 29
xnor2: 54 / 54
nor3: 82 / 82
a21o: 43 / 43
a211oi: 21 / 21
nand2: 104 / 104
clkdlybuf4s50: 0 / 196
ha: 66 / 66
nand3: 21 / 21
buf: 24 / 15
o31ai: 27 / 27
inv: 23 / 23
o211ai: 11 / 11
a31oi: 10 / 10
and3: 11 / 11
a21oi: 147 / 147
nand2b: 12 / 12
o21bai: 10 / 10
or3: 21 / 21
maj3: 58 / 58
[critical path, delay by kind of cell]
family | cells | cell delay [ps]
buf+inv | 2 | 1020
fa+ha+maj | 1 | 360
compound gates | 5 | 1460
simple gates | 13 | 4150
xor+xnor | 2 | 470
[power breakdown]
part           switching, mW  leakage [nW]  internal (mW)
sequential                 0             0              0
clock                      0             0              0
combinational          0.136          3.73          0.107
[final cells by class]
class | instances | area share [%]
Inverter | 23 | 0.872
Multi-Input combinational cell | 1109 | 74.9
Tap cell | 260 | 3.29
Timing Repair Buffer | 211 | 20.9
[cell families after synthesis]
| kind of cell | synth area share [%] |
|---|---|
| AND-OR/OR-AND | 36.8 |
| XOR/XNOR | 11.1 |
| adder cells (fa/ha/maj) | 18.4 |
| buffers and inverters | 4.53 |
| multiplexers | 1.18 |
| AND/OR/NAND/NOR | 28.1 |
Power figures rest on the tool's default switching activity, not on a simulated workload.
