==> ./design.v <==
module Data_Memory(
    input      [63:0] Mem_Addr,
    input      [63:0] Write_Data,
    input             clk,
    input             MemWrite,
    input             MemRead,
    output reg [63:0] Read_Data
);
  reg [7:0] A [63:0];
  initial
    begin
        A[ 0] =  0; A[ 1] =  1; A[ 2] =  2;
        A[ 3] =  3; A[ 4] =  4; A[ 5] =  5;
        A[ 6] =  6; A[ 7] =  7; A[ 8] =  8;
        A[ 9] =  9; A[10] = 10; A[11] = 11;
        A[12] = 12; A[13] = 13; A[14] = 14;
        A[15] = 15; A[16] = 16; A[17] = 17;
        A[18] = 18; A[19] = 19; A[20] = 20;
        A[21] = 21; A[22] = 22; A[23] = 23;
        A[24] = 24; A[25] = 25; A[26] = 26;
        A[27] = 27; A[28] = 28; A[29] = 29;
        A[30] = 30; A[31] = 31; A[32] = 32;
        A[33] = 33; A[34] = 34; A[35] = 35;
        A[36] = 36; A[37] = 37; A[38] = 38;
        A[39] = 39; A[40] = 40; A[41] = 41;
        A[42] = 42; A[43] = 43; A[44] = 44;
        A[45] = 45; A[46] = 46; A[47] = 47;
        A[48] = 48; A[49] = 49; A[50] = 50;
        A[51] = 51; A[52] = 52; A[53] = 53;
        A[54] = 54; A[55] = 55; A[56] = 56;
        A[57] = 57; A[58] = 58; A[59] = 59;
        A[60] = 60; A[61] = 61; A[62] = 62;
        A[63] = 63;
    end   
    always @(*)
        if (MemRead == 1)
            begin
                Read_Data [07:00] = A [Mem_Addr + 0];
                Read_Data [15:08] = A [Mem_Addr + 1];
                Read_Data [23:16] = A [Mem_Addr + 2];
                Read_Data [31:24] = A [Mem_Addr + 3];
                Read_Data [39:32] = A [Mem_Addr + 4];
                Read_Data [47:40] = A [Mem_Addr + 5];
                Read_Data [55:48] = A [Mem_Addr + 6];
                Read_Data [63:56] = A [Mem_Addr + 7];
            end
    always @ (posedge clk)
        if (MemWrite == 1)
            begin
                A[Mem_Addr + 0] = Write_Data [07:00];
                A[Mem_Addr + 1] = Write_Data [15:08];
                A[Mem_Addr + 2] = Write_Data [23:16];
                A[Mem_Addr + 3] = Write_Data [31:24];
                A[Mem_Addr + 4] = Write_Data [39:32];
                A[Mem_Addr + 5] = Write_Data [47:40];
                A[Mem_Addr + 6] = Write_Data [55:48];
                A[Mem_Addr + 7] = Write_Data [63:56];
            end
endmodule
==> ./run.sh <==
#!/bin/bash
# OpenROAD 26Q1-2900-gdf79404cd8, Yosys 0.63+post, stock flow scripts
make -C /OpenROAD-flow-scripts/flow DESIGN_CONFIG=/design/flow/config.mk WORK_HOME=/design/flow/orfs finish
==> ./config.mk <==
export PLATFORM = sky130hd
export DESIGN_NAME = Data_Memory
export DESIGN_NICKNAME = Data_Memory
export VERILOG_FILES = /design/flow/design.v
export SDC_FILE = /design/flow/constraint.sdc
export NUM_CORES = 4
export LEC_CHECK = 1
export CORE_UTILIZATION = 30
==> ./constraint.sdc <==
current_design Data_Memory

set clk_period 12.1
set clk_io_pct 0.2

create_clock -name clk0 -period $clk_period [get_ports {clk}]

set non_clock_inputs [all_inputs -no_clocks]
set_input_delay [expr $clk_period * $clk_io_pct] -clock clk0 $non_clock_inputs
set_output_delay [expr $clk_period * $clk_io_pct] -clock clk0 [all_outputs]
==> metrics.txt <==
# HELP chip_impl_metric Flow report values
# TYPE chip_impl_metric gauge
chip_impl_info{name="run_status",value="complete, but fails checks"} 1
chip_impl_info{name="violations",value="capacitance limit, slew limit"} 1
chip_impl_metric{name="layout.cells.non_filler",unit=""} 12310
chip_impl_metric{name="max_cap_viol_count",unit=""} 2
chip_impl_metric{name="drt_iter0_drc",unit=""} 18490
chip_impl_metric{name="fmax",unit="MHz"} 118.6
chip_impl_metric{name="post-route-min-period",unit="ps"} 8429
chip_impl_metric{name="drtPass1Iterations",unit=""} 13
chip_impl_metric{name="pin_count_of_the_biggest_net_entering_global_routing",unit=""} 108
chip_impl_metric{name="fp.dieArea",unit="sq um"} 249300
chip_impl_metric{name="internal_power",unit="mW"} 4.700
chip_impl_metric{name="cts-resized-gates",unit=""} 0
chip_impl_metric{name="power.switching_fraction",unit=""} 0.4983
chip_impl_metric{name="io_pins",unit=""} 195
chip_impl_metric{name="crit_required",unit="ps"} 12550
chip_impl_metric{name="setup_fix_buffers_added_after_clock_tree_synthesis",unit=""} 0
chip_impl_metric{name="number_of_nets_with_antenna_violations_after_routing",unit=""} 0
chip_impl_info{name="worstSetupEndpointType",value="flop"} 1
chip_impl_metric{name="floorplan.core_util",unit=""} 0.3017
chip_impl_metric{name="syn_inst",unit=""} 8660
chip_impl_metric{name="ir_worst_vdd",unit="mV"} 0.1139
chip_impl_metric{name="remaining_drc_errors",unit=""} 0
chip_impl_metric{name="grtUsageTotal",unit=""} 0.6800
chip_impl_metric{name="yosysWarningCount",unit=""} 1
chip_impl_metric{name="row_count",unit=""} 182
chip_impl_metric{name="cell_area_after_synthesis",unit="sq um"} 74200
chip_impl_metric{name="tally_of_buffers_added_on_design_ports",unit=""} 136
chip_impl_metric{name="p_r_area_growth_vs_syn",unit="%"} 15.83
chip_impl_metric{name="globalRouteOverflowTotal",unit=""} 0
chip_impl_metric{name="post_cts_hold_buffer_count",unit=""} 0
chip_impl_metric{name="async_set_or_reset_flop_fraction_in_the_synthesized_netlist",unit=""} 0
chip_impl_metric{name="hold_viol",unit=""} 0
chip_impl_metric{name="net-switching-power",unit="mW"} 4.668
chip_impl_info{name="area_leaders",value="sky130_fd_sc_hd__edfxtp_1 21%, sky130_fd_sc_hd__mux4_2 20%, sky130_fd_sc_hd__nand2_1 5.8%"} 1
chip_impl_metric{name="synth-area-yosys",unit="sq um"} 74200
chip_impl_metric{name="combinationalPowerShare",unit=""} 0.462
chip_impl_metric{name="avgSynthCellArea",unit="sq um"} 8.568
chip_impl_metric{name="antenna_found_initial",unit=""} 153
chip_impl_metric{name="postRouteWirelength",unit="microns"} 838700
chip_impl_metric{name="total_power_density_per_cell_area",unit="nW/um^2"} 109.0
chip_impl_metric{name="unclocked_regs",unit=""} 64
chip_impl_metric{name="finalHoldWorstSlack",unit="ps"} 2195
chip_impl_info{name="critical_path_class",value="input pin to flop"} 1
chip_impl_metric{name="power_frac_seq",unit=""} 0.277
chip_impl_metric{name="worst-slew-pin-transition",unit="ps"} 1674
chip_impl_metric{name="cts_buffer_depth",unit=""} 3
chip_impl_info{name="dominant_register_cell_in_the_synthesized_netlist",value="sky130_fd_sc_hd__edfxtp_1"} 1
chip_impl_metric{name="detail_route.wl_per_cell",unit="microns"} 68.16
chip_impl_metric{name="untimed_endpoints",unit=""} 128
chip_impl_metric{name="share_clk_of_total_power",unit=""} 0.261
chip_impl_info{name="synth_dominant_cell_count",value="sky130_fd_sc_hd__nand2_1"} 1
chip_impl_metric{name="overall_die_height",unit="microns"} 499.3
chip_impl_metric{name="route.detailed.vias_per_inst",unit=""} 8.418
chip_impl_metric{name="enable_flop_cells",unit=""} 512
chip_impl_metric{name="dr_vias",unit=""} 103600
chip_impl_metric{name="netlist_cell_types",unit=""} 111
chip_impl_metric{name="place.gp.congestion",unit=""} 1.303
chip_impl_metric{name="die_x",unit="microns"} 499.3
chip_impl_metric{name="finalPower",unit="mW"} 9.368
chip_impl_info{name="worstSetupStartpoint",value="Mem_Addr[1]"} 1
chip_impl_metric{name="floorplan.core_area",unit="sq um"} 245900
chip_impl_info{name="timing.critical_path.to",value="A[15][7]"} 1
chip_impl_info{name="cts_root_buffer",value="sky130_fd_sc_hd__clkbuf_16"} 1
chip_impl_metric{name="placed_cells_incl_taps",unit=""} 11860
chip_impl_metric{name="finalSetupViolCount",unit=""} 0
chip_impl_metric{name="dp_worst_setup_slack",unit="ps"} 3755
chip_impl_metric{name="via_count_of_the_first_global_routing_pass",unit=""} 91640
chip_impl_metric{name="post-synth-top-area-fraction",unit=""} 0.2072
chip_impl_metric{name="warnings",unit=""} 100
chip_impl_info{name="yosys-top-cells-count",value="1137 x sky130_fd_sc_hd__nand2_1, 885 x sky130_fd_sc_hd__nor2_1, 686 x sky130_fd_sc_hd__clkbuf_1"} 1
chip_impl_info{name="grt_setup_unrepaired",value="no"} 1
chip_impl_info{name="netlist.top_cell.by_area",value="sky130_fd_sc_hd__edfxtp_1"} 1
chip_impl_info{name="startpoint_type",value="input pin"} 1
chip_impl_metric{name="leakagePower",unit="nW"} 29.75
chip_impl_metric{name="final_layout_size_suffix_gt1_frac",unit=""} 0.2367
chip_impl_metric{name="final.setup.tns",unit="ps"} 0
chip_impl_metric{name="logic_area",unit="sq um"} 54390
chip_impl_metric{name="grt_first_pass_wirelength",unit="microns"} 1040000
chip_impl_metric{name="slew_limit_headroom",unit=""} -0.1202
chip_impl_info{name="worstHoldPathType",value="input pin to flop"} 1
chip_impl_metric{name="htree_levels",unit=""} 3
chip_impl_metric{name="synth.yosys.num_cells",unit=""} 8660
chip_impl_metric{name="detailedPlacementHpwl",unit="microns"} 615700
chip_impl_metric{name="fill_cells",unit=""} 25180
chip_impl_metric{name="worst_slack",unit="ps"} 3671
chip_impl_info{name="cts_tree",value="yes"} 1
chip_impl_metric{name="final_count_of_pins_violating_max_slew",unit=""} 8
chip_impl_metric{name="tritoncts.num_buffers",unit=""} 76
chip_impl_metric{name="synth.ff_latch_count",unit=""} 576
chip_impl_metric{name="path_clk_slew",unit="ps"} 70
chip_impl_metric{name="fin_crit_sh",unit=""} 0.6966
chip_impl_metric{name="path_max_fanout",unit=""} 39
chip_impl_metric{name="worstPathArrival",unit="ps"} 8870
chip_impl_metric{name="area.sequential",unit="sq um"} 16340
power by group through the flow:
stage,sequential [mW],clock (mW),combinational (mW)
finish,2.60,2.44,4.33
global route,2.55,2.45,4.08
CTS,2.51,2.41,3.88
kinds of logic (layout without fill, tap and decap cells):
logic type	count (synthesis)	count (layout)	share of synthesized area
AND-OR/OR-AND	3160	3160	0.3001
XOR/XNOR	33	33	0.005666
adder cells (fa/ha/maj)	9	9	0.001518
buffers and inverters	1048	1163	0.05927
flip-flops	512	512	0.2072
latches	64	64	0.01295
multiplexers	952	952	0.2414
other	0	310	0
AND/OR/NAND/NOR	2882	2882	0.1719
layout by cell type (no fill, tap or decap), types with 102 or more instances in the layout:
master / instances
sky130_fd_sc_hd__mux2i_1: 226
sky130_fd_sc_hd__a211oi_1: 133
sky130_fd_sc_hd__nor2_1: 810
sky130_fd_sc_hd__mux4_2: 664
sky130_fd_sc_hd__edfxtp_1: 512
sky130_fd_sc_hd__o211ai_1: 102
sky130_fd_sc_hd__a31oi_1: 421
sky130_fd_sc_hd__diode_2: 310
sky130_fd_sc_hd__a221oi_1: 447
sky130_fd_sc_hd__a21oi_1: 479
sky130_fd_sc_hd__a22oi_1: 232
sky130_fd_sc_hd__a21o_1: 124
sky130_fd_sc_hd__nand2_1: 1123
sky130_fd_sc_hd__o22ai_1: 311
sky130_fd_sc_hd__o21ai_0: 328
sky130_fd_sc_hd__a221o_1: 128
sky130_fd_sc_hd__nand3_1: 390
sky130_fd_sc_hd__buf_4: 892
area by class of cell:
type	count	area share
multi-input combinational	7036	0.6328
sequential	576	0.1901
timing repair buffer	1014	0.09148
tap	3220	0.04688
clock buffer	84	0.02248
antenna	310	0.009026
clock inverter	53	0.006726
inverter	12	0.0005241
stage by stage:
step / area, sq um / util
3_5_place_dp: 82660 / 0.3361
6_report: 85950 / 0.3495
4_1_cts: 85170 / 0.3463
2_1_floorplan: 74200 / -
5_1_grt: 85630 / 0.3482
3_3_place_gp: 82660 / 0.3361
state kept, by name (all words and copies together), names as in the netlist:
signal     cells
A            512
Read_Data     64
critical path, cell delays in order:
cell and delay (ps):
sky130_fd_sc_hd__buf_8 320, sky130_fd_sc_hd__clkinv_1 290, sky130_fd_sc_hd__buf_4 330, sky130_fd_sc_hd__ha_4 260, sky130_fd_sc_hd__nand2b_1 590, sky130_fd_sc_hd__xor2_4 470
sky130_fd_sc_hd__buf_4 430, sky130_fd_sc_hd__buf_4 480, sky130_fd_sc_hd__buf_4 500, sky130_fd_sc_hd__nand2_1 390, sky130_fd_sc_hd__nor2_1 870, sky130_fd_sc_hd__a222oi_1 270
sky130_fd_sc_hd__a31oi_1 870
per-layer routing:
layer  GRT usage  vias to the layer above  routed length (microns)  share of wire
li1            -                    35660                        -              -
met1      0.7053                    51020                   262200           0.31
met2      0.7921                    12390                   292800           0.35
met3      0.5644                     4282                   166600           0.20
met4      0.5961                      226                   102100           0.12
met5      0.5396                        -                    15000          0.018
worst min-delay path by stage:
stage | start | endpoint | slack, ps | cells after the start
CTS | Write_Data[61] | A[56][5] | 2170 | 3
global route | Write_Data[61] | A[48][5] | 2210 | 3
finish | Write_Data[61] | A[57][5] | 2190 | 3
Power is estimated from default activity; no workload was simulated.
