### design/flow/constraint.sdc
current_design Instruction_Memory

set clk_period 1.1
set clk_io_pct 0.2

create_clock -name clk0 -period $clk_period

set non_clock_inputs [all_inputs -no_clocks]
set_input_delay [expr $clk_period * $clk_io_pct] -clock clk0 $non_clock_inputs
set_output_delay [expr $clk_period * $clk_io_pct] -clock clk0 [all_outputs]
### design/flow/config.mk
export PLATFORM = sky130hd
export DESIGN_NAME = Instruction_Memory
export DESIGN_NICKNAME = Instruction_Memory
export VERILOG_FILES = /design/flow/design.v
export SDC_FILE = /design/flow/constraint.sdc
export NUM_CORES = 4
export LEC_CHECK = 1
export CORE_AREA = 10 10 70 70
export DIE_AREA = 0 0 80 80
### design/flow/run.sh
#!/bin/bash
# OpenROAD 26Q1-2900-gdf79404cd8, Yosys 0.63+post, stock flow scripts
make -C /OpenROAD-flow-scripts/flow DESIGN_CONFIG=/design/flow/config.mk WORK_HOME=/design/flow/orfs finish
### design/flow/design.v
module Instruction_Memory(
    input      [63:0] Inst_Address,
    output reg [31:0] Instruction
);
    reg [7:0] I[15:0];
    initial 
        begin
            I[ 0] = 8'b00000000; I[ 1] = 8'b00000001;
            I[ 2] = 8'b00000010; I[ 3] = 8'b00000011;
            I[ 4] = 8'b00000100; I[ 5] = 8'b00000101;
            I[ 6] = 8'b00000110; I[ 7] = 8'b00000111;
            I[ 8] = 8'b00001000; I[ 9] = 8'b00001001;
            I[10] = 8'b00001010; I[11] = 8'b00001011;
            I[12] = 8'b00001100; I[13] = 8'b00001101;
            I[14] = 8'b00001110; I[15] = 8'b00001111;
        end
    always @(*)
        begin
            Instruction [7:0]   = I[Inst_Address + 0];   
            Instruction [15:8]  = I[Inst_Address + 1];   
            Instruction [23:16] = I[Inst_Address + 2];   
            Instruction [31:24] = I[Inst_Address + 3];   
        end
endmodule
==> changes_impl.md <==
### Implementation results

- All-Layer GR Usage: 0.0226
- Sw Pwr: 57.4 uW
- Ys cells: 38
- Crit share post-route: 0.976
- Final Power: between 150 and 200 uW
- DP Area: approximately 480 sq um
- DRC Markers: 0
- Via count: 242
- Met3 global-route usage: 0.00682
- Post-route ant nets: 0
- Cells after DPL: just over 100
- Initial core utilization: 0.0850
- Worst hold path class: in -> out
- PortBufs: 20
- Switching share of power: 0.349
- Pint: 107 uW
- Placement Setup Slack: -873 ps
- Leakage: 0.283 nW
- Diode count: 0
- Post-layout instance area: 554 sq um
- Routed WL per cell: around 8.7 microns
- Crit path DAT: between 800 and 900 ps
- Final-layout clock buffer total: 0
- Vias in the first global route: 262
- Die W: 80 microns
- First-pass GRT wire length: between 1 and 1.5 mm
- HPWL after DPL: around 790 microns
- Die area: 6400 sq um
- Tool Warnings: about 96
- Final core occ: 0.162
- Mapped Area: 290 sq um
- Total global routing overflow: 0
- TritonRoute pass-1 iters: 2
- Fin cells: between 100 and 150
- Die Y: 80 microns
- Ratio of cells with drive above 1 in the final layout: 0.424
- Number of synthesis warnings: 1
- Row count: 21
- Std-Cell Core Area: 3420 sq um
- Drt initial violations: 2
- Met1 global-route usage: 0.0237
- Crit-path max FO: 4
- Area growth syn-to-layout: 90.9%
- Most Used Layer, Global Route: met2
- Largest net degree at the start of global routing: 6
- Status: complete, no violations
- Antenna violations before repair: 0
- GP Congestion: between 0.7 and 0.8
- Max_cap viols: 0
- Kind of critical path: in -> out
- Final min period: 1070 ps
- Slew Limit Fails: 0
- Most frequent cells in the layout: conb_1 (16), buf_2 (7), buf_6 (5), dlygate4sd2_1 (5)
- Final Hold Viols: 0
- Clk pwr share: 0
- Peak supply drop: 0.0000367 V
- Commonest Layout Cell: conb_1
- Crit start category: primary input
- Final critical-path setup slack: about 26 ps
- Max Fclk: 931 MHz
- RSZ-0062 raised after global routing: yes
- Post-synth seq share: 0
- Sequential cell area: 0 sq um
- Final wirelength: 917 microns
- Registers: 0
- Chip Area, Yosys: 290 sq um
- Vias per cell: 2.30
- Post-Syn Area per Cell: 7.64 sq um
- Combinational fraction of design power: 1.000
- Setup crit end kind: output pin
- Final setup fails: 0
- Ports: 96
- CP required: 880 ps
- Global Route met2 Usage: 0.0449
- Synth Instances: 38
- Yosys cell types: 8
- Seq pwr share: 0
- PD cells: 297 nW/um^2
-- worst paths after layout --
path / slack (ps) / from / to / cells past startpoint
max: 30 / Inst_Address[2] / Instruction[19] / 4
min: 720 / Inst_Address[1] / Instruction[1] / 3
-- repair_timing --
action,4_1_cts,5_1_grt
gates resized,63,8
hold buffers,0,0
pin swaps,5,3
buffers inserted,3,0
endpoints found under the setup margin,16,4
-- through the flow --
stage	hold slack [ps]	TNS [ps]
detailed placement	1380	-9710
finish	716	0
floorplan	465	0
CTS	744	-20.6
global placement	1390	-9690
global route	742	-34.9
-- layer usage --
metal | vias up | share of wire
li1 | 117 | -
met1 | 104 | 0.41
met2 | 21 | 0.47
met3 | 0 | 0.12
met4 | 0 | 0
met5 | - | 0
-- power groups by stage --
stage	clock (mW)	sequential [mW]	combinational (mW)
after global routing	0	0	0.186
after CTS	0	0	0.162
final	0	0	0.165
-- final cells by class --
cell class | count | area (sq um)
inverter | 4 | 25.0
tap | 46 | 57.6
multi-input combinational | 27 | 216
timing repair buffer | 28 | 255
fill | 389 | 2860
-- synth_stat cells --
cell     number  share of area
buf_4        22           0.57
ha_1          4           0.17
inv_1         4          0.052
xnor2_1       3          0.091
xor2_1        2          0.060
a21oi_2       1          0.030
conb_1        1          0.013
nand2_1       1          0.013
-- worst max-delay path: stages --
cell	delay (ps)
buf_6	110
ha_4	160
xor2_1	160
clkdlybuf4s15_1	200
-- kinds of logic after synthesis --
family	count (synthesis)	share of synthesized area
AND/OR/NAND/NOR	1	0.0129
adder cells (fa/ha/maj)	4	0.172
buffers and inverters	26	0.621
XOR/XNOR	5	0.151
other	1	0.0129
AND-OR/OR-AND	1	0.0302
Power figures rest on the tool's default switching activity, not on a simulated workload.
